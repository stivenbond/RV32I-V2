==> /design/flow/design.v <==
module Hazard_Unit (
    input logic [4:0] rs1, rs2, ex_rd, mem_rd,
    input logic ex_mem_read,
    output logic stall
);
    always_comb begin
        stall = (ex_mem_read && (ex_rd == rs1 || ex_rd == rs2));
    end
endmodule
==> /design/flow/run.sh <==
#!/bin/bash
# OpenROAD 26Q1-2900-gdf79404cd8, Yosys 0.63+post, stock flow scripts
make -C /OpenROAD-flow-scripts/flow DESIGN_CONFIG=/design/flow/config.mk WORK_HOME=/design/flow/orfs finish
==> /design/flow/config.mk <==
export PLATFORM = sky130hd
export DESIGN_NAME = Hazard_Unit
export DESIGN_NICKNAME = Hazard_Unit
export VERILOG_FILES = /design/flow/design.v
export SDC_FILE = /design/flow/constraint.sdc
export NUM_CORES = 4
export LEC_CHECK = 1
export CORE_AREA = 10 10 70 70
export DIE_AREA = 0 0 80 80
==> /design/flow/constraint.sdc <==
current_design Hazard_Unit

set clk_period 2.5
set clk_io_pct 0.2

create_clock -name clk0 -period $clk_period

set non_clock_inputs [all_inputs -no_clocks]
set_input_delay [expr $clk_period * $clk_io_pct] -clock clk0 $non_clock_inputs
set_output_delay [expr $clk_period * $clk_io_pct] -clock clk0 [all_outputs]
==> GITHUB_STEP_SUMMARY <==
### Yosys + OpenROAD results

| Metric | Value |
|---|---|
| Distinct cells, synth | `4` |
| Wirelength per Cell | `7.09 um` |
| GRT Overall Usage | `under 10%` |
| Status | `finished, final reports clean` |
| Synth area leader | `xnor2_1` |
| DR pass1 iterations | `2` |
| Crit path DAT | `slightly below 2 ns` |
| Sw power | `between 10 and 15 uW` |
| Chip area line of the yosys report | `114 sq um` |
| CP Data Required Time | `2.00 ns` |
| Area growth syn-to-layout | `207%` |
| Worst hold path stage count | `4` |
| Commonest cells in the netlist | `10 x xnor2_1, 2 x nand2_1, 2 x nand4_1` |
| Die height | `80 um` |
| Final Critical Period | `2.43 ns` |
| Compound Share, Synth | `5.49%` |
| Top cells by area | `xnor2_1 77%, nand4_1 11%, nand2_1 6.6%, o22ai_1 5.5%` |
| Startpoint Class | `primary input` |
| Leakage | `0.0987 nW` |
| Slew margin rel. | `88.6%` |
| Endpoints failing hold | `0` |
| Vias/cell | `2.05` |
| DRC errors left | `0` |
| Fin crit share | `97.2%` |
| RD Place Congestion | `0.825` |
| Registers | `0` |
| I/O pin total | `22` |
| Die X | `80 um` |
| Max stage delay on crit path | `roughly 0.53 ns` |
| Initial core utilization | `3.33%` |
| Worst setup margin | `approximately 0.069 ns` |
| Core area | `around 0.0034 sq mm` |
| Top logic family | `XOR/XNOR gates` |
| Crit-path most repeated cell | `clkdlybuf4s50_1` |
| Hold crit path type | `primary input to output pin` |
| Rows | `21` |
| # setup viols final | `0` |
| WS Path Type | `primary input to output pin` |
| Final WL | `553 um` |
| Slowest CP cell | `clkdlybuf4s50_1` |
| Post-place setup slack | `0.0489 ns` |
| Vias | `around 160` |
| Vias in the first global route | `169` |
| VDD IR max | `0.0000179 V` |
| Worst Hold Slack | `1.94 ns` |
| Overflow after GRT | `0` |
| Initial antenna violation count | `0` |
| Crit-path cells | `clkdlybuf4s50_1 -> xnor2_2 -> nand4_1 -> o22ai_1 -> clkdlybuf4s50_1` |
| Overall Power | `50.0 uW` |
| Register area | `0 sq um` |
| Crit path capture type | `output pin` |
| Share of layout cells above drive strength 1 | `3.13%` |
| Hold Startpoint | `ex_mem_read` |
| Syn avg cell area | `between 7 and 8 sq um` |
| Synthesized area | `114 sq um` |
| Post-CTS Setup Bufs | `0` |
| DRT iter0 DRCs | `4` |
| Log Warnings | `37` |
| Internal power | `approximately 35 uW` |
| Hold path endpoint | `stall` |
| Count leader, synth | `xnor2_1` |
| Maximum fanout along the worst path | `2` |
| Slew Limit Fails | `0` |
| Max-cap violations | `0` |
| Simple-Gate Fraction of Synth Area | `17.6%` |
| Largest net degree at the start of global routing | `3` |
| Number of antenna repair diodes | `0` |
| Area leader share | `76.9%` |
| CP delay by family, top | `buffers and inverters` |
| Fillers | `about 400` |
| XOR Share, Synth | `76.9%` |
| Post-Syn Instances | `15` |
| Hpwl dp | `approximately 510 um` |
| First-pass GRT wire length | `779 um` |
| Ys Warns | `1` |
| Combinational power share | `approximately 100%` |
| Mux frac, synth | `0%` |
| Antenna Nets Post-Route | `0` |
| Setup TNS | `0 ns` |
| Die ar. | `0.00640 sq mm` |
| Switching part of the total | `about 29%` |
| Synth Area in Adders | `0%` |
| Clock power frac | `0%` |
| Register share of total power | `0%` |
| Worst-Margin Slew | `0.170 ns` |
| Layout clock buffer count | `0` |
| Pwr per Cell Area | `143 mW/mm^2` |
| Synth Seq Share | `0%` |
| CP bufs+invs | `2` |
| Unrepaired setup endpoints after global routing | `false` |
| PortBufs | `17` |
| Final core occ | `between 10 and 15%` |
| FMAX | `411 MHz` |
| Yosys cell count | `15` |
timing repair:
| action | 4_1_cts | 5_1_grt |
|---|---|---|
| endpoints found under the setup margin | 0 | 1 |
| hold buffers | 0 | 0 |
| gates resized | 0 | 1 |
worst min-delay path, cell delays in order:
cell             delay, ns
clkdlybuf4s50_1       0.42
nand2_1               0.06
o22ai_1               0.06
clkdlybuf4s50_1       0.40
stage by stage:
stage	instance area, sq um	std cells
4_1_cts	342	78
5_1_grt	349	78
6_report	349	78
3_5_place_dp	342	78
3_3_place_gp	342	78
2_1_floorplan	114	15
kinds of logic after synthesis:
family	Yosys count
AOI/OAI and AO/OA	1
xor gates and xnor gates	10
and+or+nand+nor	4
final cells by class:
type	instances	area, sq um	area share, %
repair buffers	17	170	48.7
well taps	46	57.6	16.5
multi-input cells	15	121	34.8
layout by cell type (no fill, tap or decap):
| cell | count |
|---|---|
| o22ai_1 | 1 |
| clkdlybuf4s50_1 | 17 |
| xnor2_1 | 9 |
| xnor2_2 | 1 |
| nand2_1 | 2 |
| nand4_1 | 2 |
layer usage:
layer  global-route usage [%]  up-vias  share of wire (%)
met4                        0        0                  0
met3                    0.795        0                 20
li1                         -       85                  -
met1                     1.78       64                 39
met2                     2.41       11                 41
met5                        0        -                  0
power by group through the flow:
stage     clock network, mW  registers (mW)  logic (mW)
4_1_cts                   0               0      0.0494
5_1_grt                   0               0      0.0535
6_report                  0               0      0.0500
how the worst max path moves through the flow:
stage	start	endpoint	slack, ns	cells past startpoint
final	ex_rd[2]	stall	0.07	5
after CTS	ex_rd[2]	stall	0.04	5
after global routing	ex_rd[3]	stall	0.02	5
Power and IR drop assume default switching activity.
