`design/flow/run.sh`:
```
#!/bin/bash
# OpenROAD 26Q1-2900-gdf79404cd8, Yosys 0.63+post, stock flow scripts
make -C /OpenROAD-flow-scripts/flow DESIGN_CONFIG=/design/flow/config.mk WORK_HOME=/design/flow/orfs finish
```
`design/flow/config.mk`:
```
export PLATFORM = sky130hd
export DESIGN_NAME = register_file
export DESIGN_NICKNAME = register_file
export VERILOG_FILES = /design/flow/design.v
export SDC_FILE = /design/flow/constraint.sdc
export NUM_CORES = 4
export LEC_CHECK = 1
export CORE_AREA = 10 10 81 81
export DIE_AREA = 0 0 91 91
```
`design/flow/constraint.sdc`:
```
current_design register_file

set clk_period 2.8
set clk_io_pct 0.2

create_clock -name clk0 -period $clk_period

set non_clock_inputs [all_inputs -no_clocks]
set_input_delay [expr $clk_period * $clk_io_pct] -clock clk0 $non_clock_inputs
set_output_delay [expr $clk_period * $clk_io_pct] -clock clk0 [all_outputs]
```
`design/flow/design.v`:
```
module register_file (
    input wire clk,
    input wire rst,
    input wire write_enable,
    input wire [4:0] i_rd_addr,
    input wire [4:0] i_rs1_addr,
    input wire [4:0] i_rs2_addr,
    input wire [31:0] i_rd,
    output reg [31:0] o_rs1,
    output reg [31:0] o_rs2
);
  reg [31:0] registers [31:0];
  always @(*) begin
    o_rs1 = (i_rs1_addr == 0) ? 32'b0 : registers[i_rs1_addr];
    o_rs2 = (i_rs2_addr == 0) ? 32'b0 : registers[i_rs2_addr];
    if (i_rst) begin
      integer i;
      for (i = 0; i < 32; i = i + 1) begin
        registers[i] <= 32'b0;
      end
    end 
    else if (i_we && i_rd_addr != 0) begin
      registers[i_rd_addr] <= i_rd;
    end
  end
endmodule
```
==> impl_metrics.tcl <==
# collected from the flow reports
set metrics [dict create \
    die_x_um 91 \
    postSynthSeqShare_pct 0 \
    utilization_pct 36.68 \
    io_buffers 106 \
    fin_cells 249 \
    vias 1028 \
    yosys-stat-area_um2 598.1 \
    max_cap_violations 0 \
    route.detailed.drc 0 \
    critical_path_class "primary input to primary output" \
    ff_latch_area_um2 0 \
    start_kind "primary input" \
    num_antenna_cells 0 \
    grt_max_degree 33 \
    finalClockPeriodUsage_pct 96.02 \
    cp_max_fo 9 \
    cts_hold_buf 0 \
    chipArea_um2 8281 \
    wl_per_cell_um 17.25 \
    power_density_nw_per_um2 132.6 \
    cp-end-kind "primary output" \
    synth_area_um2 598.1 \
    min_period_ns 2.689 \
    syn_area_per_cell_um2 7.476 \
    status "finished, final reports clean" \
    gp_congestion 0.7363 \
    synth_cells 80 \
    place_area_um2 1755 \
    postRouteWirelength_um 4296 \
    yosysUniqueCellTypes 10 \
    antenna_found_initial 0 \
    worstMarginPinSlew_ns 0.4417 \
    firstDrtPassIters 4 \
    ys_cells 80 \
    grt_pass1_vias 1091 \
    fmax_mhz 371.9 \
    num_rows 25 \
    seq_cells 0 \
    drtIter0Drc 30 \
    via_per_inst 4.129 \
    ys_warn_count 6 \
    place_hpwl_um 3362 \
    num_io_pins 114 \
    grtUsageTotal_pct 9.024 \
    hold_viol 0 \
    drive_above_1_share_pct 7.692 \
    setup_violations 0 \
    slew_headroom_pct 70.52 \
    dpl.cell_count 248 \
    initial_core_util_pct 12.42 \
    grt_pass1_wl_um 6147 \
    hold_path_class "primary input to primary output" \
    nClkBuffers 0 \
    warning_count 40 \
    critPathRequiredTime_ns 2.24 \
    ant_nets 0 \
    fp.coreArea_um2 4817 \
    areaGrowthSynthToFinish_pct 195.4 \
    final_area_um2 1767 \
    p_leak_nw 0.6482 \
    peakVddDrop_mv 0.05147 \
    cp_data_arrival_time_ns 2.13 \
    fill_cells 530 \
    slew_violations 0 \
    overflow 0 \
    postCtsSetupBuffers 0 \
    die_y_um 91 \
    rsz0062_at_grt "no" \
]
report_power, final:
part | internal, mW | total (mW) | switching (mW)
Combinational | 0.171 | 0.234 | 0.0634
Sequential | 0 | 0 | 0
Clock | 0 | 0 | 0
metal layers:
metal / vias up / GRT usage, % / wire (µm)
li1: 511 / - / -
met1: 471 / 9.774 / 1653
met2: 46 / 16.11 / 2145
met3: 0 / 4.896 / 497
met4: 0 / 0 / 0
met5: - / 0 / 0
through the flow:
| stage | setup TNS (ns) | worst slack, ns | total power [mW] | hold slack [ns] |
|---|---|---|---|---|
| after floorplan | 0 | 1.079 | 0.04666 | 1.200 |
| after global placement | -3.514 | -0.2021 | 0.2366 | 2.054 |
| after detailed placement | -3.010 | -0.1970 | 0.2351 | 2.050 |
| after CTS | 0 | 0.04879 | 0.2380 | 2.058 |
| after global routing | 0 | 0.03725 | 0.2547 | 2.077 |
| final | 0 | 0.1114 | 0.2342 | 2.050 |
final cells by class:
type	count	area, µm²	area share (%)
Inverter	1	3.754	0.2125
Timing Repair Buffer	113	1139	64.45
Multi-Input combinational cell	68	540.5	30.59
Tap cell	67	83.83	4.745
worst paths after layout:
| kind | to | slack [ns] | cells after the start | start |
|---|---|---|---|---|
| max | o_rs2[3] | 0.11 | 5 | i_rs2_addr[0] |
| min | o_rs1[14] | 2.05 | 3 | i_rd[14] |
what timing repair did:
action / 4_1_cts / 5_1_grt
cloned: 0 / 1
setup endpoints to repair: 30 / 9
gates resized: 1 / 0
pin swaps: 0 / 1
synthesized netlist by cell type:
library cell | n | area [µm²]
buf_1 | 3 | 11.26
nor2_1 | 1 | 3.750
a21boi_2 | 3 | 33.78
clkbuf_1 | 6 | 22.52
inv_1 | 1 | 3.750
a21boi_0 | 32 | 240.2
a21boi_1 | 29 | 217.7
nor4_4 | 1 | 21.27
nor3_2 | 1 | 10.01
buf_6 | 3 | 33.78
cells by family after synthesis:
group	count (synthesis)	synth area share, %
simple gates	3	5.857
buf+inv	13	11.92
compound gates	64	82.22
placed cells by master, fill, tap and decap left out:
cell type / netlist / final
nor2_2: 0 / 1
buf_12: 0 / 2
clkdlybuf4s50_1: 0 / 106
nor3_2: 1 / 1
buf_4: 0 / 5
nor4_4: 1 / 1
a21boi_2: 3 / 3
a21boi_0: 32 / 32
a21boi_1: 29 / 29
inv_1: 1 / 1
nor2_4: 0 / 1
worst max-delay path: stages:
cell	delay, ns
clkdlybuf4s50_1	0.45
nor4_4	0.36
buf_4	0.24
a21boi_1	0.07
clkdlybuf4s50_1	0.44
Power is estimated from default activity; no workload was simulated.
